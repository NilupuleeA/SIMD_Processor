==> /design/flow/design.v <==
module data_feeder #(parameter IMG_W = 64) (
    input wire clk,
    input wire rst,
    input wire [7:0] serial_pixel_in,
    output reg [7:0] row0_skewed,
    output reg [7:0] row1_skewed,
    output reg [7:0] row2_skewed
);
    reg [7:0] lb0 [0:IMG_W-1];
    reg [7:0] lb1 [0:IMG_W-1];
    integer i;
    reg [7:0] p0, p1, p2;  
    always @(posedge clk) begin
        p2 <= serial_pixel_in;
        p1 <= lb1[IMG_W-1];
        p0 <= lb0[IMG_W-1];
        for (i = IMG_W-1; i > 0; i = i - 1) begin
            lb1[i] <= lb1[i-1];
            lb0[i] <= lb0[i-1];
        end
        lb1[0] <= p2;
        lb0[0] <= p1;
    end
    reg [7:0] r1_d1;         
    reg [7:0] r2_d1, r2_d2;  
    always @(posedge clk or posedge rst) begin
        if (rst) begin
            row0_skewed <= 0;
            row1_skewed <= 0;
            row2_skewed <= 0;
            r1_d1 <= 0;
            r2_d1 <= 0; r2_d2 <= 0;
        end else begin
            row0_skewed <= p0; 
            r1_d1 <= p1;
            row1_skewed <= r1_d1;
            r2_d1 <= p2;
            r2_d2 <= r2_d1;
            row2_skewed <= r2_d2;
        end
    end
endmodule
==> /design/flow/run.sh <==
#!/bin/bash
# OpenROAD 26Q1-2900-gdf79404cd8, Yosys 0.63+post, stock flow scripts
make -C /OpenROAD-flow-scripts/flow DESIGN_CONFIG=/design/flow/config.mk WORK_HOME=/design/flow/orfs finish
==> /design/flow/config.mk <==
export PLATFORM = sky130hd
export DESIGN_NAME = data_feeder
export DESIGN_NICKNAME = data_feeder
export VERILOG_FILES = /design/flow/design.v
export SDC_FILE = /design/flow/constraint.sdc
export NUM_CORES = 4
export LEC_CHECK = 1
export CORE_UTILIZATION = 40
==> /design/flow/constraint.sdc <==
current_design data_feeder

set clk_period 1.0
set clk_io_pct 0.2

create_clock -name clk0 -period $clk_period [get_ports {clk}]

set non_clock_inputs [all_inputs -no_clocks]
set_input_delay [expr $clk_period * $clk_io_pct] -clock clk0 $non_clock_inputs
set_output_delay [expr $clk_period * $clk_io_pct] -clock clk0 [all_outputs]
==> impl_results.html <==
<h2>Synthesis and place &amp; route</h2>
<table>
<tr><th>Metric</th><th>Value</th></tr>
<tr><th colspan="2">Status</th></tr>
<tr><td>Run status</td><td>finished with violations</td></tr>
<tr><td>Violated checks</td><td>setup timing</td></tr>
<tr><th colspan="2">Synth</th></tr>
<tr><td>Share of flip-flops with an asynchronous set or reset after synthesis</td><td>0.04380</td></tr>
<tr><td>Synth Area per Inst</td><td>20.22 sq um</td></tr>
<tr><td>Combined area of all synthesized cells</td><td>22190 sq um</td></tr>
<tr><td>Most common cell in the netlist</td><td>dfxtp_1</td></tr>
<tr><td>Commonest cells in the synthesized netlist</td><td>dfxtp_1, dfrtp_1, inv_1</td></tr>
<tr><td>Synthesized chip area reported by yosys</td><td>22190 sq um</td></tr>
<tr><td>Post-synthesis cell count from yosys</td><td>1097</td></tr>
<tr><td>Post-synthesis cell type count</td><td>3</td></tr>
<tr><td>Share of the synthesized area in the top cell type</td><td>0.9457</td></tr>
<tr><td>Count of state elements after synthesis</td><td>1096</td></tr>
<tr><td>Synthesized instance count</td><td>1097</td></tr>
<tr><td>Cell type contributing the most total cell area after synthesis</td><td>dfxtp_1</td></tr>
<tr><td>Warnings from Yosys</td><td>3</td></tr>
<tr><td>Post-synth EDFFs</td><td>0</td></tr>
<tr><td>Seq share, synth</td><td>0.9998</td></tr>
<tr><td>Main area contributors</td><td>dfxtp_1, dfrtp_1, inv_1</td></tr>
<tr><td>Main flop type after synthesis</td><td>dfxtp_1</td></tr>
<tr><th colspan="2">Setup path</th></tr>
<tr><td>Worst r2r src</td><td>r2_d2[2]$_DFF_PP0_</td></tr>
<tr><td>FF-to-FF setup slack</td><td>0.51 ns</td></tr>
<tr><td>Cell breakdown of the critical path</td><td>buf_2</td></tr>
<tr><td>Critical R2R Capture</td><td>row2_skewed[2]$_DFF_PP0_</td></tr>
<tr><td>Crit path DAT</td><td>1.10 ns</td></tr>
<tr><td>Setup crit start kind</td><td>flop</td></tr>
<tr><td>Sum of buffers and inverters on the critical path</td><td>1</td></tr>
<tr><td>Delay contributed by the slowest stage of the critical path</td><td>0.37 ns</td></tr>
<tr><td>Critical Path RT</td><td>0.80 ns</td></tr>
<tr><td>Worst-case reg-to-reg path depth</td><td>0</td></tr>
<tr><td>Worst Setup End Kind</td><td>output pin</td></tr>
<tr><td>Family with the most delay on the worst path</td><td>flip-flops</td></tr>
<tr><td>Maximum fanout encountered on the critical timing path</td><td>1</td></tr>
<tr><td>Start-to-end type of the worst setup path</td><td>flop to output pin</td></tr>
<tr><td>Slowest CP cell</td><td>dfrtp_1</td></tr>
<tr><th colspan="2">Final timing</th></tr>
<tr><td>Final Hold Viols</td><td>0</td></tr>
<tr><td>Shortest clock period the worst path allows after layout</td><td>1.298 ns</td></tr>
<tr><td>Tightest slew margin relative to the limit</td><td>0.8140</td></tr>
<tr><td>Worst slack on hold paths</td><td>0.3122 ns</td></tr>
<tr><td>Final setup violating endpoints</td><td>24</td></tr>
<tr><td>Setup repair after global routing missed its margin</td><td>true</td></tr>
<tr><td>Worst Setup Slack, final</td><td>-0.2979 ns</td></tr>
<tr><td>Slew at the pin closest to its max-slew limit</td><td>0.2790 ns</td></tr>
<tr><td>Post-layout period usage</td><td>1.298</td></tr>
<tr><td>F_max</td><td>770.5 MHz</td></tr>
<tr><td>Worst clock skew</td><td>0.01322 ns</td></tr>
<tr><td>Final-report max-slew violation count</td><td>0</td></tr>
<tr><th colspan="2">Route</th></tr>
<tr><td>Routed wl met3</td><td>1216 um</td></tr>
<tr><td>Count of routing violations after the opening detailed-route iteration</td><td>186</td></tr>
<tr><td>Routed Wire Length</td><td>19610 um</td></tr>
<tr><td>Highest metal used</td><td>met4</td></tr>
<tr><td>Diodes inserted</td><td>0</td></tr>
<tr><td>Wire length on met2</td><td>6749 um</td></tr>
<tr><td>DR pass1 iterations</td><td>4</td></tr>
<tr><td>Total via count after detailed routing</td><td>7338</td></tr>
<tr><td>Detail Route Antenna Nets</td><td>0</td></tr>
<tr><td>Vias per std cell</td><td>3.559</td></tr>
<tr><td>Routed length per instance</td><td>9.512 um</td></tr>
<tr><td>Met1 wire length</td><td>10670 um</td></tr>
<tr><td>Remaining routing DRC violations</td><td>0</td></tr>
<tr><th colspan="2">Pwr</th></tr>
<tr><td>Sequential Power Share</td><td>0.537</td></tr>
<tr><td>Combinational group share of total power</td><td>0.002</td></tr>
<tr><td>Proportion of total power due to net switching</td><td>0.1839</td></tr>
<tr><td>Worst voltage drop across the vdd grid</td><td>1.672 mV</td></tr>
<tr><td>PwrDens</td><td>3098 nW/um^2</td></tr>
<tr><td>Leakage power figure</td><td>11.11 nW</td></tr>
<tr><td>Fraction of power consumed by the clock network</td><td>0.461</td></tr>
<tr><td>P_sw</td><td>15.32 mW</td></tr>
<tr><td>Int Power</td><td>67.99 mW</td></tr>
<tr><th colspan="2">CTS</th></tr>
<tr><td>Setup fix buffers added after clock tree synthesis</td><td>0</td></tr>
<tr><td>CTS tree</td><td>done</td></tr>
<tr><td>Root cell of the clock tree</td><td>clkbuf_16</td></tr>
<tr><td>Maximum clock path buffer count</td><td>3</td></tr>
<tr><td>Cts bufs inserted</td><td>99</td></tr>
<tr><td>Clock-pin slew of the registers on the worst-case setup and hold paths</td><td>0.06 ns</td></tr>
<tr><td>H-Tree Depth</td><td>3</td></tr>
<tr><td>Number of sinks handled by clock tree synthesis</td><td>1096</td></tr>
<tr><td>Clock insertion delay at the later pin of the skew report</td><td>0.62 ns</td></tr>
<tr><th colspan="2">Floorplan</th></tr>
<tr><td>Vert. Die Dim</td><td>237.5 um</td></tr>
<tr><td>Floorplan utilization</td><td>0.4082</td></tr>
<tr><td>Die W</td><td>237.5 um</td></tr>
<tr><td>Core Region</td><td>54350 sq um</td></tr>
<tr><td>Number of ports placed on the die boundary</td><td>34</td></tr>
<tr><td>Overall chip area</td><td>56410 sq um</td></tr>
<tr><td>Rows</td><td>85</td></tr>
<tr><th colspan="2">Finish</th></tr>
<tr><td>Non-Filler Cell Area, Final</td><td>26890 sq um</td></tr>
<tr><td>Area growth from synthesis to final layout</td><td>21.19%</td></tr>
<tr><td>Top Registers</td><td>lb0 x512, lb1 x512</td></tr>
<tr><td>Number of filler instances in the final layout</td><td>4371</td></tr>
<tr><td>Post-route insts no fill</td><td>2062</td></tr>
<tr><td>Fraction of layout instances using a drive strength above 1</td><td>0.1398</td></tr>
<tr><td>Logic Gate Count</td><td>0</td></tr>
<tr><td>Gate Area</td><td>0 sq um</td></tr>
<tr><th colspan="2">Global route</th></tr>
<tr><td>Maximum number of pins on one net before global-route repair</td><td>38</td></tr>
<tr><td>Initial antenna violation count</td><td>0</td></tr>
<tr><td>Vias in the first global route</td><td>7283</td></tr>
<tr><td>Total global routing track utilization</td><td>0.07786</td></tr>
<tr><td>First-pass GRT wire length</td><td>34640 um</td></tr>
<tr><td>Leftover overflow at the end of global routing</td><td>0</td></tr>
<tr><th colspan="2">Placed design</th></tr>
<tr><td>Final weighted congestion in routability-driven placement</td><td>0.6926</td></tr>
<tr><td>Dpl hpwl</td><td>7318 um</td></tr>
<tr><td>Buffers on Ports</td><td>33</td></tr>
<tr><td>Placement Cell Area</td><td>23470 sq um</td></tr>
<tr><td>Placed Cells incl. Taps</td><td>1871</td></tr>
<tr><th colspan="2">Hold path</th></tr>
<tr><td>Hold Path End</td><td>lb1[40][6]$_DFF_P_</td></tr>
<tr><td>Startpoint of the lowest-slack hold path</td><td>lb1[39][6]$_DFF_P_</td></tr>
<tr><td>Number of stages on the worst hold path</td><td>0</td></tr>
<tr><td>Path class of the lowest-slack min-delay path</td><td>flop to flop</td></tr>
<tr><th colspan="2">Run</th></tr>
<tr><td>Count of warning messages emitted by the tools</td><td>28</td></tr>
<tr><td>Max-cap violations</td><td>0</td></tr>
</table>
stage by stage:
step,utilization,setup slack [ns],setup TNS [ns],total power [mW]
after floorplan,-,0.3377,0,45.68
after global placement,0.4319,0.03804,0,45.85
after detailed placement,0.4319,0.02958,0,45.85
after CTS,0.4947,-0.3532,-8.002,84.61
after global routing,0.4947,-0.3616,-8.302,86.58
final,0.4947,-0.2979,-6.617,83.31
power by group through the flow:
stage                 clock, mW  combinational (mW)  sequential, mW
after CTS                  39.7               0.139            44.8
after global routing       41.6               0.150            44.8
final                      38.4               0.131            44.8
worst max-delay path by stage:
stage / from / end / slack (ns) / cells past startpoint
6_report: row2_skewed[6]$_DFF_PP0_ / row2_skewed[6] / -0.30 / 1
5_1_grt: row2_skewed[6]$_DFF_PP0_ / row2_skewed[6] / -0.36 / 1
4_1_cts: row2_skewed[6]$_DFF_PP0_ / row2_skewed[6] / -0.35 / 1
layer usage:
metal  vias to the layer above  GRT usage
li1                       3692          -
met1                      3430     0.1336
met2                       133    0.08984
met3                        83    0.02833
met4                         0    0.03695
met5                         -          0
area by class of cell:
type                  count  area, sq um  area share
Clock inverter           43        635.6     0.02364
Timing Repair Buffer     44        327.8     0.01219
Clock buffer            139         2810      0.1045
Sequential cell        1096        22180      0.8250
Inverter                  1        7.507   0.0002792
Tap cell                739        924.6     0.03439
cell usage in the layout, fill, tap and decap left out:
master and instances:
clkdlybuf4s50_1 9, clkinvlp_4 2, buf_12 1, clkbuf_8 14, bufinv_16 14, buf_2 24, clkbuf_1 24, inv_6 3
clkinv_2 19, dfxtp_1 1048, clkinv_8 3, clkbuf_16 101, dlygate4sd3_1 9, inv_16 1, clkinv_4 2, buf_4 1
dfrtp_1 48
kinds of logic after synthesis:
logic type,after synthesis,synth area share
flip-flops,1096,0.9998
buffers and inverters,1,0.0001690
repair_timing:
item,4_1_cts,5_1_grt
gates cloned,0,0
resized,72,0
endpoints found under the setup margin,24,24
hold endpoints to repair,44,0
hold buffers,9,0
Power figures rest on the tool's default switching activity, not on a simulated workload.
